==> /design/flow/design.v <==
`timescale 1ns / 1ps
module UART_RX
#(
    parameter CLK_FREQ  = 100000000,
    parameter BAUD_RATE = 115200
)
(
    input           clk,
    input           uart_i,
    output reg [7:0]uart_o,
    output reg      rx_done
    );
    reg [7:0]   rx_data       = 8'h00;
    reg [2:0]   data_cntr     = 3'b000;
    reg         parity        = 1'b0;
    reg         uart_clk      = 1'b0;
    integer     uart_clk_cntr = 0;
    localparam  cntr_lim    = CLK_FREQ/BAUD_RATE;
    localparam  IDLE        = 3'b000,
                START       = 3'b001,
                DATA        = 3'b010,
                PARITY      = 3'b011,
                STOP        = 3'b100;
    reg [2:0] state = IDLE;
    always @ (posedge uart_clk) begin
        if (uart_clk == 1'b1) begin
            case  (state)
                IDLE: begin
                    data_cntr           <= 3'b000;
                    parity              <= 1'b0;
                    if (uart_i == 1'b0) begin
                        state           <= START;
                        rx_data         <= 8'h00;
                        rx_done         <= 1'b0;
                    end
                end
                START: begin
                    state           <= DATA;
                    rx_data[6:0]    <= rx_data[7:1];
                    rx_data[7]      <= uart_i;
                    data_cntr       <= data_cntr + 1'b1;
                end
                DATA: begin
                    if (data_cntr == 3'b111) begin
                        state           <= PARITY;
                        rx_data[6:0]    <= rx_data[7:1];
                        rx_data[7]      <= uart_i;
                        parity          <= uart_i ^ rx_data[1] ^ rx_data[2] ^ rx_data[3] ^ rx_data[4] ^ rx_data[5] ^ rx_data[6] ^ rx_data[7];
                    end
                    else begin
                        state           <= DATA;
                        rx_data[6:0]    <= rx_data[7:1];
                        rx_data[7]      <= uart_i;
                        data_cntr       <= data_cntr + 1'b1;
                    end
                end
                PARITY: begin
                    if (parity == uart_i) begin
                        state           <= STOP;
                    end
                    else begin
                        state           <= IDLE;
                    end
                end
                STOP: begin
                    state               <= IDLE;
                    if (uart_i == 1'b1) begin
                        rx_done             <= 1'b1;
                    end
                end
            endcase
        end
    end
    always @ (posedge clk) begin
        if (clk == 1'b1) begin
            if (uart_clk_cntr == (cntr_lim/2) - 1) begin
                uart_clk        <= 1'b1;
                uart_clk_cntr   <= uart_clk_cntr + 1;
            end
            else if (uart_clk_cntr == cntr_lim - 1) begin
                uart_clk        <= 1'b0;
                uart_clk_cntr   <= 0;
            end
            else begin
                uart_clk_cntr   <= uart_clk_cntr + 1;
            end
        end
    end
    always @ (*) begin
        if(rx_done)
            uart_o = rx_data;
    end
endmodule
==> /design/flow/constraint.sdc <==
current_design UART_RX

set clk_period 4.2
set clk_io_pct 0.2

create_clock -name clk0 -period $clk_period [get_ports {clk}]

set non_clock_inputs [all_inputs -no_clocks]
set_input_delay [expr $clk_period * $clk_io_pct] -clock clk0 $non_clock_inputs
set_output_delay [expr $clk_period * $clk_io_pct] -clock clk0 [all_outputs]
==> /design/flow/config.mk <==
export PLATFORM = sky130hd
export DESIGN_NAME = UART_RX
export DESIGN_NICKNAME = UART_RX
export VERILOG_FILES = /design/flow/design.v
export SDC_FILE = /design/flow/constraint.sdc
export NUM_CORES = 4
export LEC_CHECK = 1
export CORE_UTILIZATION = 40
==> /design/flow/run.sh <==
#!/bin/bash
# OpenROAD 26Q1-2900-gdf79404cd8, Yosys 0.63+post, stock flow scripts
make -C /OpenROAD-flow-scripts/flow DESIGN_CONFIG=/design/flow/config.mk WORK_HOME=/design/flow/orfs finish
==> summary.txt <==
Figures from the implementation reports.

- The most common logic cells in the final layout are sky130_fd_sc_hd__xnor2_1, sky130_fd_sc_hd__dfxtp_1, sky130_fd_sc_hd__nor2_1.
- The min-delay analysis places its worst path in the category register to register.
- The most instantiated flip-flop cell in the synthesis netlist reads sky130_fd_sc_hd__dfxtp_1.
- The number of vias per cell reads 4.82.
- The clock-pin slew reported for the worst setup and hold paths after clock tree synthesis is 0.06 ns.
- The largest driver fanout on the critical path reads 9.
- The clock latency reported for the late side of the worst-skew pair reads 0.28 ns.
- The number of placement rows reads 27.
- The global-route wire length before repair is 5930 microns.
- The final max-slew violation count recorded for this run is 0.
- The category of the critical setup timing path is register to register.
- The final worst-path cycle share reads 45.2%.
- The count of TritonRoute iterations in the first routing pass reads 4.
- The post-synth tally of flip-flops with integrated enable reads 16.
- The post-synthesis register bit count reads 57.
- The final HPWL from detailed placement reads 2400 microns.
- The share of layout cells above drive strength 1 is 6.79%.
- The average size of a mapped cell reads 11.2 sq um.
- The post-route standard cell area excluding fillers is 2570 sq um.
- The fraction of synthesis flops using an asynchronous set or reset pin reads 0%.
- The areal power density over the cells reads 211 nW/um^2.
- Relative to the synthesized area, the layout overhead comes to 11.1%.
- The total area inside the core boundary comes to 5540 sq um.
- The hold-fix buffer count after cts is 0.
- The number of remaining DRC errors reads 0.
- The total CTS buffers reads 5.
- The cell type group with the largest total delay on the critical path reads simple AND/OR/NAND/NOR gates.
- The worst hold slack is 0.468 ns.
- The CTS tree reads yes.
- The deepest clock path buffer count is 2.
- The post-detailed-route count of antenna-violating nets is 0.
- The global router's overall resource usage reads 12.5%.
- The shortest clock period the worst path allows after layout reads 1.90 ns.
- As logged by OpenROAD, the buffers inserted on ports number 10.
- The setup violation total in the final timing report is 0.
- The yosys synthesis chip area reads 2310 sq um.
- The number of warnings issued by yosys reads 1.
- The static leakage reads 0.869 nW.
- The count of instantiated cells in the yosys netlist reads 207.
- The largest net degree at the start of global routing is 18.
- The required time at the worst endpoint is listed as 4.37 ns.
- The post-CTS repair timing setup buffer count reads 0.
- The maximum cell stage delay along the critical path reads 0.57 ns.
- The number of antenna violations at the first check in global routing is 0.
- The OpenROAD warning count is 26.
- Post-CTS repair ended up resizing 0 cells.
- The number of different library cells used by synthesis comes to 31.
- The critical-path cell with the highest stage delay reads sky130_fd_sc_hd__nor4_4.
- The transition time recorded at the tightest slew-check pin is 0.569 ns.
- The die width is 78.0 microns.
- The timing report notes that buffer and inverter cells on the critical path total 0.
- The area taken by flip-flops and latches reads 1260 sq um.
- The number of global-route vias before repair reads 1282.
- The total via count after detailed routing is 1412.
- After layout, the setup clock skew is reported as 0.00504 ns.
- The worst slew slack as a fraction of its limit is 61.8%.
- The summed instance area of the synthesized netlist reads 2310 sq um.
- The cell sequence reported for the critical path is ha_1 > nand3_1 > nor4_4 > nand4_1 > xnor2_1.
- Setup repair after global routing left no endpoint under its margin.
- The nature of the critical path startpoint reads a register.
- Setup total negative slack on the finished layout was measured at 0 ns.
- The effective utilization at floorplan is 41.7%.
- Detailed placement reports a standard cell area of 2480 sq um.
- The routed design ends up with an antenna cell count of 0.
- The area of the chip is 6080 sq um.
- The highest-count logic cell in the final layout is sky130_fd_sc_hd__xnor2_1.
- The final wirelength is 3290 microns.
- Across the run, the number of max-cap violations was 0.
- The master cell of the clock root buffer is sky130_fd_sc_hd__clkbuf_8.
- Per the log, the first TritonRoute iteration ended with a DRC count of 58.
- At the worst endpoint, the arrival time is 2.07 ns.
- The total grt overflow is 0.
- After technology mapping, the gate count stands at 207.
- The final tally of hold violations is 0.
- The CTS H-tree depth is 2.
- The number of register pins that no clock reaches is 24.
- The run finished with clean final reports.
- The per-cell routed wire length reads 11.2 microns.
- Measured along the y axis, the die boundary spans 78.0 microns.
- The analysis reports a worst IR drop on VDD of 0.183 mV.
- The multi-input combinational cells in the finished layout cover a total of 1010 sq um.
- The placer's final routability congestion estimate reads 0.804.
- The worst setup path is captured at a register.
- The layout has 533 filler cells.
- The maximum clock frequency is 527 MHz.
- The number of unconstrained endpoints is 49.
- The count of pins on the block boundary is 11.
==> Yosys cell counts, types with 4 or more instances <==
library cell,count,area share [%]
sky130_fd_sc_hd__and2_1,12,3.3
sky130_fd_sc_hd__and4_1,4,1.5
sky130_fd_sc_hd__dfxtp_1,33,29
sky130_fd_sc_hd__dlxtp_1,8,5.2
sky130_fd_sc_hd__edfxtp_1,16,21
sky130_fd_sc_hd__ha_1,4,2.2
sky130_fd_sc_hd__inv_1,5,0.81
sky130_fd_sc_hd__nand2_1,10,1.6
sky130_fd_sc_hd__nand3_1,15,3.3
sky130_fd_sc_hd__nand4_1,7,1.9
sky130_fd_sc_hd__nor2_1,20,3.3
sky130_fd_sc_hd__nor3_1,6,1.3
sky130_fd_sc_hd__nor4_1,4,1.1
sky130_fd_sc_hd__xnor2_1,34,13
sky130_fd_sc_hd__xor2_1,6,2.3
==> worst reg2reg max path: stages, from the launching register on <==
cell and delay, ns:
sky130_fd_sc_hd__dfxtp_1 0.40, sky130_fd_sc_hd__ha_1 0.24, sky130_fd_sc_hd__nand3_1 0.25, sky130_fd_sc_hd__nor4_4 0.57, sky130_fd_sc_hd__nand4_1 0.18, sky130_fd_sc_hd__xnor2_1 0.15
==> sequential cells by signal, indices dropped and copies added (netlist names) <==
signal         flops
data_cntr          3
rx_done            1
uart_o             8
parity             1
state              3
uart_clk           1
uart_clk_cntr     32
rx_data            8
==> worst paths after layout <==
path	from	to	slack [ns]	cells after the start
setup / recovery	uart_clk_cntr[0]$_DFF_P_	uart_clk_cntr[28]$_DFF_P_	2.30	5
hold / removal	uart_clk_cntr[31]$_DFF_P_	uart_clk_cntr[31]$_DFF_P_	0.47	1
setup reg to reg	uart_clk_cntr[0]$_DFF_P_	uart_clk_cntr[28]$_DFF_P_	2.30	5
hold reg to reg	uart_clk_cntr[31]$_DFF_P_	uart_clk_cntr[31]$_DFF_P_	0.47	1
==> logic make-up after synthesis <==
| kind of cell | count (synthesis) | share of synthesized area, % |
|---|---|---|
| xor gates and xnor gates | 40 | 15.2 |
| buffers and inverters | 9 | 1.52 |
| AOI/OAI and AO/OA | 2 | 0.542 |
| DFF | 49 | 49.4 |
| adders and majority gates | 4 | 2.17 |
| muxes | 1 | 0.488 |
| latches | 8 | 5.20 |
| and+or+nand+nor | 94 | 25.5 |
==> report_power, final <==
group	leakage [nW]	switching, mW	internal, mW
clock network	0.0450	0.108	0.115
registers	0.489	0	0.313
logic	0.335	0.00229	0.00243
total	0.869	0.110	0.430
==> per-layer routing <==
layer,GRT usage (%),part of all wire [%]
met2,16.7,39
met4,1.67,1.6
met3,1.91,3.0
met5,0,0
met1,22.6,56
==> final cells by class <==
| cell class | count | share of cell area [%] |
|---|---|---|
| clock inverter | 2 | 0.390 |
| multi-input combinational | 141 | 39.5 |
| tap | 72 | 3.51 |
| inverter | 5 | 0.731 |
| timing repair buffer | 10 | 3.90 |
| sequential | 57 | 49.1 |
| clock buffer | 6 | 2.83 |
==> stage by stage <==
step | instances | utilization [%] | power (mW) | worst slack, ns
3_3_place_gp | 285 | 44.8 | 0.325 | 2.37
3_5_place_dp | 285 | 44.8 | 0.325 | 2.32
5_1_grt | 293 | 46.3 | 0.560 | 2.12
2_1_floorplan | 207 | - | 0.323 | 2.58
4_1_cts | 293 | 46.3 | 0.549 | 2.31
6_report | 293 | 46.3 | 0.541 | 2.30
Power figures rest on the tool's default switching activity, not on a simulated workload.
